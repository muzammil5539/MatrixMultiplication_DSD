`./config.mk`:
```
export PLATFORM = sky130hd
export DESIGN_NAME = BaudRateGenerator
export DESIGN_NICKNAME = BaudRateGenerator
export VERILOG_FILES = /design/flow/design.v
export SDC_FILE = /design/flow/constraint.sdc
export NUM_CORES = 4
export LEC_CHECK = 1
export CORE_AREA = 10 10 102 102
export DIE_AREA = 0 0 112 112
```
`./constraint.sdc`:
```
current_design BaudRateGenerator

set clk_period 2.6
set clk_io_pct 0.2

create_clock -name clk0 -period $clk_period [get_ports {clk}]

set non_clock_inputs [all_inputs -no_clocks]
set_input_delay [expr $clk_period * $clk_io_pct] -clock clk0 $non_clock_inputs
set_output_delay [expr $clk_period * $clk_io_pct] -clock clk0 [all_outputs]
```
`./design.v`:
```
`timescale 1ns / 1ps
module BaudRateGenerator  #(
    parameter CLOCK_RATE = 100000000,  
    parameter BAUD_RATE = 9600
)(
    input wire clk,  
    output reg rxClk,  
    output reg txClk  
);
parameter integer MAX_RATE_RX = CLOCK_RATE / (2 * BAUD_RATE * 16);
parameter integer MAX_RATE_TX = CLOCK_RATE / (2 * BAUD_RATE);
parameter integer RX_CNT_WIDTH = $clog2(MAX_RATE_RX + 1);
parameter integer TX_CNT_WIDTH = $clog2(MAX_RATE_TX + 1);
reg [RX_CNT_WIDTH-1:0] rxCounter = 0;
reg [TX_CNT_WIDTH-1:0] txCounter = 0;
initial begin
    rxClk = 1'b0;
    txClk = 1'b0;
end
always @(posedge clk) begin
    if (rxCounter == MAX_RATE_RX - 1) begin
        rxCounter <= 0;
        rxClk <= ~rxClk;
    end else begin
        rxCounter <= rxCounter + 1'b1;
    end
    if (txCounter == MAX_RATE_TX - 1) begin
        txCounter <= 0;
        txClk <= ~txClk;
    end else begin
        txCounter <= txCounter + 1'b1;
    end
end
endmodule
```
`./run.sh`:
```
#!/bin/bash
# OpenROAD 26Q1-2900-gdf79404cd8, Yosys 0.63+post, stock flow scripts
make -C /OpenROAD-flow-scripts/flow DESIGN_CONFIG=/design/flow/config.mk WORK_HOME=/design/flow/orfs finish
```
==> flow_summary.toml <==
# yosys + openroad results
[global_route]
use_met3_pct = 1.14
globalRouteMet2Util_pct = 3.22
leftover_overflow_at_the_end_of_global_routing = 0
grt_util_all_layers_pct = 2.31
first_global_vias = 600
first_pass_grt_wire_length_mm = 2.57
grt_busiest_layer = "met1"
globalRouteMet1Util_pct = 3.31
pin_count_of_the_biggest_net_entering_global_routing = 14
grt_antenna_before_repair = 0

[worst_setup_path]
cp-end-kind = "flip-flop"
critical_path.top_delay_family = "simple AND/OR/NAND/NOR gates"
timing.critical_path.slowest_cell_delay_ps = 550
r2r_slack_ps = 830
start_kind = "flip-flop"
reg2reg_from = "txCounter[7]"
crit_fanout = 8
critical_path_required_ps = 2510
cp.arrival_ps = 1680
worst-setup-path-type = "reg -> reg"
worst_setup_startpoint = "txCounter[7]"
worstPathCellList = "or4b_4 > nor4_4"
worst_path_max_delay_cell = "sky130_fd_sc_hd__or4b_4"
worstPathBufferInverterCount = 0

[floorplan]
chip_area_sq_um = 12500
core_region_area_sq_um = 8220
boundaryPins = 3
row_count = 33
die-width_microns = 112
initial_utilization_pct = 12.1
die_h_microns = 112

[timing]
period_used_pct = 68.0
hold-worst-slack_ps = 454
timing.final.hold_violations = 0
timing_max_transition_violations_final = 0
clock-skew-final_ps = 4.44
post-route-min-period_ps = 1770
worst_max_slew_pin_slew_ps = 562
timing.max_slew.rel_slack_pct = 62.2
unrepaired_setup_endpoints_after_global_routing = "no"
timing.final.setup_violations = 0
worst_slack_ps = 833
clock.fmax_mhz = 566
totalNegativeSetupSlack_ps = 0

[routing]
viasPerCell = 3.24
drc = 0
drt-total-wl_mm = 1.50
drtIter0Drc = 26
n_antenna_cell = 0
wl_per_cell_microns = 7.11
first_pass_iters = 4
postRouteAntennaNets = 0
detailroute.via_count = 683

[place]
gpl.final_weighted_congestion = 0.738
buffer_ports.inserted = 2
postPlaceCellArea_sq_um = 1150
dpl.hpwl_mm = 1.05
dpl_cells = 207
pre_cts_ws_ps = 837

[cts]
cts-htree-levels = 1
cts_tree = "yes"
clock_tree.buffer_depth = 2
numCtsBuffers = 3
cts-hold-fix-buffers = 0
clk_pin_slew_ps = 80
cts.repair.resized = 0
clock_latency_ps = 260
clock_sink_count = 24
cts.root.buffer_cell = "sky130_fd_sc_hd__clkbuf_8"
post-cts-setup-buffer-count = 0

[outcome]
result_of_the_run = "completed"

[finish]
register_area_sq_um = 500
finalCoreUtilization_pct = 14.5
finish.instance_area_sq_um = 1190
fillerInstances = 900
number_of_standard_cells_in_the_final_layout_excluding_fillers = 211
area_growth_pct = 19.7
multi_input_comb_area_sq_um = 475
drive_above_1_share_pct = 5.66

[logic_synthesis]
mappedNetlistArea_sq_um = 995
enable_flop_cells = 2
synth.cells.most_frequent = "22 x sky130_fd_sc_hd__dfxtp_1, 11 x sky130_fd_sc_hd__nor2_1, 10 x sky130_fd_sc_hd__xor2_1"
post_synth_mux_area_share_pct = 1.01
synth.top_cells.by_area = "sky130_fd_sc_hd__dfxtp_1 44%, sky130_fd_sc_hd__xor2_1 8.8%, sky130_fd_sc_hd__edfxtp_1 6.0%, sky130_fd_sc_hd__nor2_1 4.2%, sky130_fd_sc_hd__nand3_1 4.0%"
numSynthFlops = 24
synth.yosys.warnings = 1
synth-compound-area-share_pct = 5.41
postSynth.asyncResetShare_pct = 0
yosysTopAreaCell = "sky130_fd_sc_hd__dfxtp_1"
adder_share_pct = 3.77
synth_top_area_share_pct = 44.3
synthCells = 100
xor_xnor_fraction_of_synth_area_pct = 11.4
yosys_area_sq_um = 995
yosysUniqueCellTypes = 26
synthesized_area_per_cell_sq_um = 9.95
synth_simple_gate_area_share_pct = 26.2
synthMostInstantiatedCell = "sky130_fd_sc_hd__dfxtp_1"
ys_seq_share_pct = 50.3
synth.yosys.num_cells = 100
postSynth.topFlopCell = "sky130_fd_sc_hd__dfxtp_1"
top_logic_kind = "simple AND/OR/NAND/NOR gates"

[power]
leakagePower_nw = 0.443
worst_ir_drop_vdd_uv = 206
power.density_nw_per_um2 = 496
power_mw = 0.591

[min_path]
hold_path.class = "reg -> reg"
holdCritStartpoint = "txCounter[0]"

[flow_run]
stage_log_warning_count = 26
maxCapViolations = 0
==> worst register-to-register path: cells and delay by family, from the launching register on <==
family / cells / cell delay (ps)
flops: 1 / 350
simple gates: 2 / 1070
==> sequential cells by signal, summed over array words and instances (netlist names) <==
name,cells
txClk,1
txCounter,13
rxCounter,9
rxClk,1
==> report_power, final <==
group | leakage [nW] | total, mW | switching, mW | internal (mW)
clock network | 0.0231 | 0.219 | 0.114 | 0.105
logic | 0.220 | 0.000000220 | 0 | 0
registers | 0.200 | 0.371 | 0 | 0.371
==> layer usage <==
metal / vias up / share of wire [%]
met3: 0 / 6.2
met4: 0 / 0
met5: - / 0
met1: 309 / 54
li1: 367 / -
met2: 7 / 40
==> cell families after synthesis <==
group / after synthesis
and+or+nand+nor: 45
DFF: 24
xor gates and xnor gates: 13
AOI/OAI and AO/OA: 9
buffers and inverters: 5
adders and majority gates: 3
muxes: 1
==> path summary, 6_finish.rpt <==
check	to	cells after the start
hold / removal	txCounter[0]	1
hold reg to reg	txCounter[0]	1
setup reg to reg	txClk	2
setup / recovery	txClk	2
==> layout make-up <==
class	instances	area share (%)
Sequential cell	24	42.0
Multi-Input combinational cell	71	39.9
Tap cell	105	11.0
Clock buffer	3	3.47
Timing Repair Buffer	2	1.68
Inverter	5	1.58
Clock inverter	1	0.315
==> placed cells by master, fill, tap and decap left out, types with 2 or more instances in the layout <==
master,instances
sky130_fd_sc_hd__o21ai_0,2
sky130_fd_sc_hd__a21oi_1,4
sky130_fd_sc_hd__or3_1,2
sky130_fd_sc_hd__clkdlybuf4s50_1,2
sky130_fd_sc_hd__or4_1,2
sky130_fd_sc_hd__nor2_1,11
sky130_fd_sc_hd__xor2_1,10
sky130_fd_sc_hd__nand3_1,8
sky130_fd_sc_hd__o31ai_1,2
sky130_fd_sc_hd__nor2b_1,2
sky130_fd_sc_hd__nor4_1,2
sky130_fd_sc_hd__edfxtp_1,2
sky130_fd_sc_hd__ha_1,3
sky130_fd_sc_hd__inv_1,5
sky130_fd_sc_hd__clkbuf_8,3
sky130_fd_sc_hd__dfxtp_1,22
sky130_fd_sc_hd__nand4_1,3
sky130_fd_sc_hd__xnor2_1,3
sky130_fd_sc_hd__nand2_1,8
No activity file was given, so power comes from the tool's default toggle rates.
